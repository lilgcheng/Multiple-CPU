===== /design/flow/constraint.sdc =====
current_design IR

set clk_period 1.0
set clk_io_pct 0.2

create_clock -name clk0 -period $clk_period

set non_clock_inputs [all_inputs -no_clocks]
set_input_delay [expr $clk_period * $clk_io_pct] -clock clk0 $non_clock_inputs
set_output_delay [expr $clk_period * $clk_io_pct] -clock clk0 [all_outputs]

===== /design/flow/config.mk =====
export PLATFORM = sky130hd
export DESIGN_NAME = IR
export DESIGN_NICKNAME = IR
export VERILOG_FILES = /design/flow/design.v
export SDC_FILE = /design/flow/constraint.sdc
export NUM_CORES = 4
export LEC_CHECK = 1
export CORE_AREA = 10 10 102 102
export DIE_AREA = 0 0 112 112

===== /design/flow/run.sh =====
#!/bin/bash
# OpenROAD 26Q1-2900-gdf79404cd8, Yosys 0.63+post, stock flow scripts
make -C /OpenROAD-flow-scripts/flow DESIGN_CONFIG=/design/flow/config.mk WORK_HOME=/design/flow/orfs finish

===== /design/flow/design.v =====
`timescale 1ns / 1ps
module IR(
	input IRWrite,
	input [31: 0] in_inst,
	output [5 : 0] inst31_26, 
	output [25 : 0] inst25_0, 
	output [4 : 0] inst25_21, 
	output [4 : 0] inst20_16, 
	output [15 : 0] inst15_0, 
	output [4 : 0] inst15_11, 
	output [5 : 0] inst5_0, 
	output [4 : 0] inst10_6
    );
	reg [31 :0] temp_store; 
	assign inst31_26 = (IRWrite) ? in_inst[31:26] : temp_store[31:26] ;
	assign inst25_0 = (IRWrite) ? in_inst[25:0] : temp_store[25:0] ;
	assign inst25_21 = (IRWrite) ? in_inst[25:21] : temp_store[25:21] ;
	assign inst20_16 = (IRWrite) ? in_inst[20:16] : temp_store[20:16] ;
	assign inst15_0 = (IRWrite) ? in_inst[15:0] : temp_store[15:0] ;
	assign inst15_11 = (IRWrite) ? in_inst[15:11] : temp_store[15:11] ;
	assign inst5_0 = (IRWrite) ? in_inst[5:0] : temp_store[5:0] ;
	assign inst10_6 = (IRWrite) ? in_inst[10:6] : temp_store[10:6] ;
	always @( IRWrite or in_inst) begin
		if(IRWrite)
			temp_store <= in_inst;
	end
endmodule

==> results.rst <==
Run summary
-----------

.. list-table::
   :header-rows: 1

   * - Metric
     - Value
   * - Fraction of final layout cells with drive strength greater than 1
     - between 60% and 70%
   * - Part of the total power dissipated in combinational logic
     - just under 90%
   * - Number of register bits inferred by synthesis
     - 32
   * - Instance count of the mapped netlist
     - around 110
   * - Smallest hold slack
     - 0.827 ns
   * - Power Density
     - 366 nW/um2
   * - Endpoint arrival time on the critical path
     - 1.01 ns
   * - Cell Count Post-Placement
     - 278
   * - Port Buffers
     - 107
   * - Number of placement rows
     - 33
   * - First-pass GRT wire length
     - 6240 um
   * - Required time worst endpoint
     - 0.80 ns
   * - Worst slew slack as a fraction of its limit
     - 94.4%
   * - Kind of critical path
     - primary input to output pin
   * - Drt wl/cell
     - between 10 and 15 um
   * - Run status
     - finished with violations
   * - Number of register pins that no clock reaches
     - 32
   * - All-Layer GR Usage
     - just under 6%
   * - Slew at the pin closest to its max-slew limit
     - 0.0836 ns
   * - Chip area estimate from yosys synthesis
     - 1340 um2
   * - Min-delay src
     - in_inst[31]
   * - Number of unconstrained endpoints
     - 32
   * - Remaining Overflow, GRT
     - 0
   * - Violations in the final reports
     - setup timing
   * - Cell count of the worst hold path
     - 3
   * - Switch Pwr
     - 209 uW
   * - Post-Place Worst Slack
     - -0.548 ns
   * - Area growth from synthesis to final layout
     - 72.4%
   * - Largest registers
     - temp_store x32
   * - Final critical-path setup slack
     - -0.213 ns
   * - Pin count of the biggest net entering global routing
     - 18
   * - Most numerous logic cell after layout
     - sky130_fd_sc_hd__buf_6
   * - Number of flip-flops in the largest register
     - 32
   * - Leakage power total
     - about 1.2 nW
   * - Drt total wl
     - 3860 um
   * - Switch share
     - ~25%
   * - Placer's final routability congestion estimate
     - roughly 0.7
   * - Mapped Area
     - 1340 um2
   * - Max-capacitance violation count
     - 0
   * - Setup-failing EPs final
     - 74
   * - Detailed-route vias per instance
     - 3.22
   * - Unrepaired setup endpoints after global routing
     - yes
   * - Endpoint kind of the worst setup timing path
     - output pin
   * - Cell variety after synth
     - 6
   * - Number of cell instances after yosys synthesis
     - 110
   * - Internal cell power
     - 636 uW
   * - Number of vias after detailed routing
     - roughly 960
   * - Top cell area share
     - roughly 36%
   * - Sequential share of power
     - 11.6%
   * - Vertical die dimension
     - 112 um
   * - Floorplan core density
     - 16.3%
   * - Post-route antenna net violation count
     - 0
   * - Final worst path period need
     - 1.21 ns
   * - Most numerous logic cells after layout
     - 47 x sky130_fd_sc_hd__buf_6, 38 x sky130_fd_sc_hd__buf_2, 32 x sky130_fd_sc_hd__mux2_4, 32 x sky130_fd_sc_hd__dlygate4sd2_1, 32 x sky130_fd_sc_hd__dlxtp_1
   * - Maximum clock frequency
     - between 800 and 900 MHz
   * - DRC viols
     - 0
   * - Number of synthesis warnings
     - 1
   * - Hold WC Path Type
     - primary input to output pin
   * - Share of the clock period used by the worst path after layout
     - 121%
   * - Max-slew violation total from the final report
     - 0
   * - Worst voltage drop across the vdd grid
     - 0.132 mV
   * - DR pass1 iterations
     - 2
   * - Maximum fanout along the worst path
     - 7
   * - Kind of start point of the critical path
     - primary input
   * - Core area
     - between 8000 and 9000 um2
   * - Antenna violations before repair
     - 0
   * - Syn avg cell area
     - 12.2 um2
   * - Count of inserted antenna diode cells
     - 0
   * - X dimension of the die
     - 112 um
   * - Number of primary I/O pins
     - 107
   * - Violation tally from detailed-route iteration zero
     - 15
   * - Fill count
     - 860
   * - Largest cells by area after synthesis
     - sky130_fd_sc_hd__dlxtp_1 36%, sky130_fd_sc_hd__mux2_4 34%, sky130_fd_sc_hd__buf_4 24%, sky130_fd_sc_hd__buf_12 4.5%, sky130_fd_sc_hd__mux2_2 1.7%
   * - Non-Filler Instances
     - 297
   * - Post-synthesis cell type with the largest combined area
     - sky130_fd_sc_hd__dlxtp_1
   * - Total die area
     - about 13000 um2
   * - Detailed placer's ending HPWL
     - approximately 3000 um
   * - Final Instance Area
     - 2310 um2
   * - Vias in the first global route
     - 1053
   * - Endpoint of the worst hold path
     - inst31_26[5]
   * - Hold Fails Final Rpt
     - 0
   * - Reg with most FFs
     - temp_store
   * - Clock group share of total power
     - 0%
   * - Stage-log warning count
     - 35
   * - Cell Area, Placed
     - around 2200 um2
[worst max path at each step]
stage / start / endpoint / slack (ns) / cells past startpoint
CTS: IRWrite / inst5_0[1] / -0.22 / 5
finish: IRWrite / inst5_0[4] / -0.21 / 5
global route: IRWrite / inst5_0[1] / -0.24 / 5
[critical path, stage by stage]
cell and delay (ns):
sky130_fd_sc_hd__buf_12 0.13, sky130_fd_sc_hd__buf_12 0.14, sky130_fd_sc_hd__buf_4 0.13, sky130_fd_sc_hd__mux2_4 0.30
sky130_fd_sc_hd__buf_2 0.12
[synthesized netlist by cell type]
master	instances
sky130_fd_sc_hd__buf_12	3
sky130_fd_sc_hd__buf_4	42
sky130_fd_sc_hd__buf_6	1
sky130_fd_sc_hd__dlxtp_1	32
sky130_fd_sc_hd__mux2_2	2
sky130_fd_sc_hd__mux2_4	30
[timing repair]
item                                    in CTS  in global routing
hold buffers                                 0                  0
gates cloned                                 4                  0
resized                                    287                 25
endpoints found under the setup margin      74                 74
endpoints found under the hold margin        0                  0
buffers inserted                            14                  1
[power groups by stage]
stage,logic [mW],clock network (mW),registers [mW]
finish,0.748,0,0.0977
CTS,0.685,0,0.0978
global route,0.819,0,0.101
[final cells by class]
cell class | instances | area (um2) | share of cell area (%)
multi-input cells | 32 | 480 | 20.8
flip-flops and latches | 32 | 480 | 20.8
well taps | 105 | 131 | 5.69
repair buffers | 128 | 1220 | 52.7
[metal layers]
metal / wire length, um / share of wire [%] / GRT usage, % / up-vias
met1: 1580 / 41 / 7.37 / 416
li1: - / - / - / 482
met5: 0 / 0 / 0 / -
met2: 1780 / 46 / 9.87 / 57
met4: 0 / 0 / 0 / 0
met3: 505 / 13 / 2.44 / 0
[logic make-up (layout without fill, tap and decap cells)]
group                  after synthesis  after routing  synth area share, %
latches                             32             32                 35.9
buffers and inverters               46            128                 28.9
muxes                               32             32                 35.3
[stage by stage]
stage	util, %	TNS, ns	total power, mW
after global routing	28.1	-13.98	0.920
after CTS	26.1	-12.44	0.783
after detailed placement	26.7	-38.10	0.829
after floorplan	-	-2.27	0.508
after global placement	26.7	-37.90	0.822
final	28.1	-12.13	0.846
Power is estimated from default activity; no workload was simulated.
